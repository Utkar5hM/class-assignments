==> /design/flow/design.v <==
module SignedMultiplier#(parameter N=4, NN=8) ( input clock, reset_n, start,
    input [N-1:0] DataA, DataB,
    output reg [NN-1:0] product,
    output reg done);
    localparam S0=2'b00, S1=2'b01, S2=2'b10;
    reg [1:0] cp_fsm_d, cp_fsm_q;
    reg [N-1:0] N_zeros, B_d, B_q;
    reg [NN-1:0] A_d, A_q, pdt_d, pdt_q;
    integer count;
    always @(posedge clock or negedge reset_n)
        begin
            if (reset_n == 0) cp_fsm_q <= S0;
            else
                begin
                    cp_fsm_q <= cp_fsm_d;
                    pdt_q <= pdt_d;
                    A_q <= A_d;
                    B_q <= B_d;
                end
        end
    always @(*)
        begin
            cp_fsm_d = cp_fsm_q; done = 1'b0;
            case (cp_fsm_q)
                S0: if (start == 1) cp_fsm_d = S1;
                S1: if (B_q == 0) cp_fsm_d = S2;
                S2: begin done = 1'b1; if (start == 0) cp_fsm_d = S0; end
                default: cp_fsm_d = S0;
            endcase
        end
    always @(*)
        begin
            pdt_d = pdt_q; A_d = A_q; B_d = B_q;
            case (cp_fsm_q)
                S0: begin
	                    pdt_d = {NN{1'b0}};
	                    A_d = DataA;
									    if (DataA[N-1] == 1'b1)
		                    A_d[NN-1:N] = {(NN-N){1'b1}};
	                    B_d = DataB;
										  count = N-1;
                    end
                S1: begin
	                    A_d = A_q << 1;
	                    B_d = B_q >> 1;
	                    if (count == 0)
												begin
									  	    if (B_q[0] == 1)
														pdt_d = ((~A_q) + 1) + pdt_q;
												end
	                    else if (B_q[0] == 1'b1) 
												pdt_d = A_q + pdt_q;
									    count = count - 1;
								    end
                S2: product = pdt_q;
                default: pdt_d = pdt_q;
            endcase
        end
endmodule
==> /design/flow/run.sh <==
#!/bin/bash
# OpenROAD 26Q1-2900-gdf79404cd8, Yosys 0.63+post, stock flow scripts
make -C /OpenROAD-flow-scripts/flow DESIGN_CONFIG=/design/flow/config.mk WORK_HOME=/design/flow/orfs finish
==> /design/flow/config.mk <==
export PLATFORM = sky130hd
export DESIGN_NAME = SignedMultiplier
export DESIGN_NICKNAME = SignedMultiplier
export VERILOG_FILES = /design/flow/design.v
export SDC_FILE = /design/flow/constraint.sdc
export NUM_CORES = 4
export LEC_CHECK = 1
export CORE_UTILIZATION = 50
==> /design/flow/constraint.sdc <==
current_design SignedMultiplier

set clk_period 6.0
set clk_io_pct 0.2

create_clock -name clk0 -period $clk_period [get_ports {clock}]

set non_clock_inputs [all_inputs -no_clocks]
set_input_delay [expr $clk_period * $clk_io_pct] -clock clk0 $non_clock_inputs
set_output_delay [expr $clk_period * $clk_io_pct] -clock clk0 [all_outputs]
==> job_summary.md <==
### Flow metrics

| Metric | Value |
|---|---|
| Pre-CTS WS | `3.15 ns` |
| Combined buffer and inverter count along the critical path | `1` |
| Total global-route track usage | `0.207` |
| Final count of negative-setup-slack endpoints | `0` |
| Total Power Consumption | `862 µW` |
| Gp weighted congestion | `0.836` |
| Placed wire-length estimate | `4400 µm` |
| Num CTS Buffers | `3` |
| Minimum clock period | `2.66 ns` |
| Number of buffers inserted for hold repair after clock tree synthesis | `0` |
| Post-detailed-route count of antenna-violating nets | `0` |
| Master of the slowest instance on the critical path | `sky130_fd_sc_hd__dfrtp_1` |
| Quantity of gates resized following cts | `0` |
| Share of layout cells above drive strength 1 | `0.0838` |
| Clock-pin slew on the worst setup and hold paths | `0.08 ns` |
| RSZ-0062 raised after global routing | `false` |
| Vias in the first global route | `2062` |
| Post-layout period usage of the worst path | `0.444` |
| H-tree depth | `1` |
| Share of synthesized area spent on multiplexers | `0.0246` |
| Io pins | `20` |
| Tally of non-filler cells in the final layout | `421` |
| Insertion Delay late pin | `0.26 ns` |
| Fill cell instance count of the final layout | `542` |
| Maximum fanout along the worst path | `11` |
| Via Count | `2326` |
| Basic-gate share of the synthesized area counting and, or, nand and nor cells | `0.277` |
| CP top delay family | `flip-flops` |
| Chip area | `6520 µm²` |
| Cells on worst reg2reg path | `7` |
| Die height | `80.8 µm` |
| Leak | `0.00131 µW` |
| Critical path data arrival time | `1.46 ns` |
| Setup slack, reg-to-reg | `3.57 ns` |
| Crit path cell chain | `clkdlybuf4s50_1` |
| Cell variety after synth | `59` |
| Count of unclocked register or latch pins | `40` |
| Critical path data required time | `4.80 ns` |
| Areal power density over the cells | `256 nW/µm²` |
| Setup TNS Final | `0 ns` |
| Count of endpoints without a timing constraint | `48` |
| Main flop type after synthesis | `sky130_fd_sc_hd__dlxtn_1` |
| DRC | `0` |
| Sum of routed wire length over all layers | `6020 µm` |
| Dominant kind of combinational cell | `simple AND/OR/NAND/NOR gates` |
| XOR/XNOR Area Share | `0.0649` |
| Post-Synthesis Cells | `334` |
| Die span in x | `80.8 µm` |
| CP Depth | `1` |
| Antenna violations before repair | `0` |
| Area of the synthesized netlist per yosys stat | `3100 µm²` |
| Async S/R FF share, synth | `0.0476` |
| Area of placed instances | `3320 µm²` |
| Highest clock frequency the design can meet | `0.376 GHz` |
| Final design area excluding fillers | `3370 µm²` |
| Class of the tightest hold or removal check | `reg2reg` |
| Number of port buffers | `19` |
| Critical path start-end classification | `reg2out` |
| Seq cells post-synth | `63` |
| DR pass1 iterations | `4` |
| Deepest clock path buffer count | `2` |
| Area Overhead vs Synth | `8.59%` |
| CTS root buffer | `sky130_fd_sc_hd__clkbuf_8` |
| Post-CTS setup repair buffer count | `0` |
| Max Transition Viols Final | `0` |
| Crit. Startpoint | `cp_fsm_q[1]$_DFF_PN0_` |
| Total instance count after detailed placement | `417` |
| Outcome | `complete, no violations` |
| Tool warnings | `32` |
| Most frequently placed logic cells in the final layout | `sky130_fd_sc_hd__nor2_1, sky130_fd_sc_hd__dlxtn_1, sky130_fd_sc_hd__edfxtp_1, sky130_fd_sc_hd__clkdlybuf4s50_1, sky130_fd_sc_hd__nand2_1` |
| Worst r2r src | `A_q[1]$_DFFE_PP_` |
| Wire length per cell after detailed routing | `14.3 µm` |
| Synth Area in Adders | `0.0734` |
| Number of DRC markers after the initial detailed-route iteration | `80` |
| Final Hold Viols | `0` |
| Type of destination of the critical path | `primary output` |
| Max IR drop VDD | `0.000214 V` |
| Mean number of vias per cell | `5.52` |
| Mean cell area of the mapped netlist | `9.29 µm²` |
| Total overflow reported by the global router | `0` |
| Post-synth tally of flip-flops with integrated enable | `20` |
| Yosys warning total | `33` |
| Worst slew slack as a fraction of its limit | `0.563` |
| Startpoint kind of the worst setup timing path | `register` |
| Clock skew after layout | `0.00376 ns` |
| Post-synthesis instance area | `3100 µm²` |
| Tally of max-capacitance violations | `0` |
| Transition at the pin with the smallest max-transition slack | `0.650 ns` |
| Largest net degree at the start of global routing | `33` |
| Starting Density | `0.521` |
| CTS tree | `yes` |
| Highest cell delay on the worst timing path | `0.65 ns` |
| First-pass GRT wire length | `9980 µm` |
| Last element of the critical path | `done` |
| Worst Slack Setup Final | `3.34 ns` |
| Antenna diode count | `0` |
| Core Area | `5960 µm²` |
| Aoi/oai-family share of the synthesized area | `0.0976` |
| Worst R2R End | `pdt_q[7]$_SDFFCE_PN0P_` |
| Cell count in the Yosys report | `334` |
| Num rows | `28` |
| Leading cell type in the layout, fill and taps excluded | `sky130_fd_sc_hd__nor2_1` |
## layout make-up
| type | count | area (µm²) | share of cell area |
|---|---|---|---|
| clock buffers | 3 | 41.3 | 0.0123 |
| clock inverters | 1 | 5.00 | 0.00149 |
| inverters | 17 | 63.8 | 0.0189 |
| multi-input cells | 239 | 1670 | 0.495 |
| flip-flops and latches | 63 | 1280 | 0.379 |
| well taps | 75 | 93.8 | 0.0278 |
| repair buffers | 23 | 220 | 0.0654 |
## logic make-up (layout without fill, tap and decap cells)
group	count (synthesis)	after routing
simple gates	145	145
xor+xnor	23	23
compound gates	47	47
buf+inv	32	44
fa+ha+maj	17	17
mux	7	7
latches	40	40
flops	23	23
## stage by stage
| step | util | hold WS (ns) |
|---|---|---|
| global route | 0.566 | 0.535 |
| CTS | 0.566 | 0.502 |
| finish | 0.566 | 0.502 |
| global placement | 0.558 | 0.482 |
| floorplan | - | 0.471 |
| detailed placement | 0.558 | 0.483 |
## registers in the layout (all words and copies together), names as in the netlist
name / flops
count: 32
A_q: 8
pdt_q: 8
product: 8
B_q: 4
cp_fsm_q: 3
## metal layers
layer | routed length [µm] | GRT usage | part of all wire
met5 | 0 | 0 | 0
met2 | 2420 | 0.281 | 0.40
met3 | 230 | 0.0388 | 0.038
met4 | 0 | 0.00357 | 0
met1 | 3370 | 0.377 | 0.56
## worst min path at each step
stage	from	cells after the start	endpoint	slack (ns)
CTS	cp_fsm_q[0]$_DFF_PN1_	2	cp_fsm_q[0]$_DFF_PN1_	0.50
global route	cp_fsm_q[0]$_DFF_PN1_	2	cp_fsm_q[0]$_DFF_PN1_	0.54
finish	cp_fsm_q[0]$_DFF_PN1_	2	cp_fsm_q[0]$_DFF_PN1_	0.50
## synthesized netlist by cell type, types with 5 or more instances
library cell                n  area [µm²]
sky130_fd_sc_hd__mux2_2     5        56.3
sky130_fd_sc_hd__nor4_1     7        43.8
sky130_fd_sc_hd__nor3_1    14        70.1
sky130_fd_sc_hd__dlxtp_1    8         120
sky130_fd_sc_hd__o21ai_0   15        75.1
sky130_fd_sc_hd__nor2_1    39         146
sky130_fd_sc_hd__dlxtn_1   32         480
sky130_fd_sc_hd__nand2_1   18        67.6
sky130_fd_sc_hd__nand4_1    8        50.1
sky130_fd_sc_hd__ha_1      15         188
sky130_fd_sc_hd__xnor2_1   12         105
sky130_fd_sc_hd__nand3_1    5        25.0
sky130_fd_sc_hd__inv_1     17        63.8
sky130_fd_sc_hd__a21oi_1   10        50.1
sky130_fd_sc_hd__edfxtp_1  20         601
sky130_fd_sc_hd__xor2_1    11        96.3
sky130_fd_sc_hd__or4_1      7        52.6
sky130_fd_sc_hd__clkbuf_1   8        30.0
sky130_fd_sc_hd__nor2b_1    9        56.3
sky130_fd_sc_hd__or3_1      5        31.3
## report_power, final
part           switching [µW]  total (µW)  internal, µW
Clock                    47.3        93.5          46.3
Combinational             264         420           156
Sequential               35.1         348           313
Power and IR drop assume default switching activity.
