===== flow/design.v =====
module division #(parameter N = 8)(input [N-1:0] X ,Y ,output reg [N-1:0] Out);
reg [N-1:0] ai, bi;
reg [N:0] pi;
integer i;
always@ (X or Y)
begin
ai = X;
bi = Y;
pi = 0;
for(i=0;i < N;i=i+1)
begin
    pi = {pi[N-2:0],ai[N-1]}; 
    ai[N-1:1] = ai[N-2:0]; 
    pi = pi-bi;
    if(pi[N-1] == 1) begin 
        ai[0] = 0;
        pi = pi + bi; end
    else
        ai[0] = 1;
    end
    Out = ai;
end
endmodule

===== flow/run.sh =====
#!/bin/bash
# OpenROAD 26Q1-2900-gdf79404cd8, Yosys 0.63+post, stock flow scripts
make -C /OpenROAD-flow-scripts/flow DESIGN_CONFIG=/design/flow/config.mk WORK_HOME=/design/flow/orfs finish

===== flow/config.mk =====
export PLATFORM = sky130hd
export DESIGN_NAME = division
export DESIGN_NICKNAME = division
export VERILOG_FILES = /design/flow/design.v
export SDC_FILE = /design/flow/constraint.sdc
export NUM_CORES = 4
export LEC_CHECK = 1
export CORE_UTILIZATION = 50

===== flow/constraint.sdc =====
current_design division

set clk_period 48.5
set clk_io_pct 0.2

create_clock -name clk0 -period $clk_period

set non_clock_inputs [all_inputs -no_clocks]
set_input_delay [expr $clk_period * $clk_io_pct] -clock clk0 $non_clock_inputs
set_output_delay [expr $clk_period * $clk_io_pct] -clock clk0 [all_outputs]

==> results.txt <==
# DRC = 0
largest area contributor in the netlist = ha_1
hold crit path type = in2out
Post-synth seq share = 0%
row count = 34
Antenna Nets Post-Route = 0
initial antenna violation count = 0
register area = 0 µm²
maximum operating frequency = 25.8 MHz
min Tclk post-route = 38,690 ps
Hold WS = 20,750 ps
share of cells above drive strength 1 = 6.80%
Final Wtd Congestion = 0.922
fp_density = 51.3%
Flops = 0
crit path DAT = 28,990 ps
CP startpoint kind = input pin
core box area = 8680 µm²
Slew Limit Fails = 0
Max FO, Critical Path = 12
Netlist cell types = 74
All-Layer GR Usage = 24.0%
synth top area cells = ha_1 (24%), xnor2_1 (11%), a21oi_1 (5.6%)
area grow syn2layout = 9.21%
CTS resizes = 0
Vias/cell = 5.52
aggregate negative setup slack = 0 ps
Synth top cell by count = ha_1
grt ovf = 0
Cells after Synth = 591
total iterations of the first detailed-routing run = 5
type of the worst setup path = in2out
Hold Vio Cnt, Final = 0
via count = 4,008
Worst setup EP type = output port
die width = 96.4 µm
slowest library cell on the worst path = xor2_1
max_cap viols = 0
Final Non-Filler Cells = 726
Max-area cell share = 23.9%
Synth Warn # = 1
DR WL/cell = 14.4 µm
Yosys chip area = 4450 µm²
hold-fix buffers at CTS = 0
worst-margin pin slew = 723 ps
final WL = 10,400 µm
layout filler cell count = 849
dpl cells = 726
drt initial violations = 164
most used cell, CP = o21ai_0
cell area after synthesis = 4450 µm²
DIE AREA = 9290 µm²
IO Pins = 24
pin count of the biggest net entering global routing = 21
global-route wire length before repair = 17,100 µm
top post-synthesis cells by count = ha_1 (85), inv_1 (62), xnor2_1 (54), a21oi_1 (50), nand2_1 (46)
RSZ-0062 raised after global routing = no
Final period util = 79.8%
DP HPWL = 8240 µm
relative slew slack = 51.6%
WP data required = 38,800 ps
post-place instance area = 4860 µm²
Die Ht = 96.4 µm
Buffers on Ports = 24
status = finished, final reports clean
# setup viols final = 0
# clk buffers = 0
vias in the first global route = 3,533
final instance area = 4860 µm²
Critical Path Max Stage Delay = 630 ps
Syn Area/Cell = 7.54 µm²
Log Warnings = 40
Worst setup endpoint = Out[0]
Yosys Instances = 591
# diodes = 0
CP startpoint = Y[0]
Post-CTS Repair Setup Buffers = 0
layer usage:
layer | global-route usage [%] | up-vias | share of wire, %
li1 | - | 2161 | -
met1 | 36.7 | 1781 | 52
met2 | 38.9 | 57 | 44
met3 | 0.239 | 9 | 2.5
met4 | 3.31 | 0 | 1.7
met5 | 0 | - | 0
cell usage in the layout (no fill, tap or decap), drive strengths merged, types with 5 or more instances in the layout:
cell type	count
mux2	10
buf	9
xor2	28
nor2b	13
and3	5
nor2	41
o21ai	36
nand4	6
nand2	49
o31ai	5
a21oi	51
ha	85
nand2b	6
nand3	6
a21boi	5
a21o	21
mux2i	6
inv	65
clkdlybuf4s50	24
fa	12
a211oi	7
xnor2	56
nor3	16
o21bai	7
stage by stage:
step	setup slack [ps]	util, %
detailed placement	9970	56.1
finish	9810	56.1
CTS	9880	56.1
global placement	10140	56.1
global route	7850	56.1
floorplan	13300	-
cell type report:
cell class	instances	area [µm²]	share of cell area, %
multi-input combinational	520	4180	85.9
timing repair buffer	33	308	6.33
tap	108	135	2.78
inverter	65	244	5.02
critical path, delay by kind of cell:
kind	cells	cell delay (ps)
AND-OR/OR-AND	36	6980
XOR/XNOR	14	3910
adder cells (fa/ha/maj)	10	3010
buffers and inverters	6	1710
multiplexers	1	480
AND/OR/NAND/NOR	23	3140
worst min-delay path by stage:
stage     from  endpoint  slack, ps  cells past startpoint
5_1_grt   Y[7]    Out[7]      20840                      5
6_report  Y[7]    Out[7]      20750                      5
4_1_cts   Y[7]    Out[7]      20760                      5
cells by family after synthesis:
family,share of synthesized area [%]
compound gates,25.3
simple gates,17.4
mux,4.47
xor+xnor,17.4
buf+inv,6.21
fa+ha+maj,29.3
