## design/flow/config.mk

```make
export PLATFORM = sky130hd
export DESIGN_NAME = shift_multiply
export DESIGN_NICKNAME = shift_multiply
export VERILOG_FILES = /design/flow/design.v
export SDC_FILE = /design/flow/constraint.sdc
export NUM_CORES = 4
export LEC_CHECK = 1
export CORE_UTILIZATION = 30
```

## design/flow/constraint.sdc

```tcl
current_design shift_multiply

set clk_period 5.8
set clk_io_pct 0.2

create_clock -name clk0 -period $clk_period [get_ports {clk}]

set non_clock_inputs [all_inputs -no_clocks]
set_input_delay [expr $clk_period * $clk_io_pct] -clock clk0 $non_clock_inputs
set_output_delay [expr $clk_period * $clk_io_pct] -clock clk0 [all_outputs]
```

## design/flow/design.v

```verilog
module shift_multiply(input clk, resetn, start, input [7:0]A, B, output [15:0] P, output reg done);
localparam S0=0, S1=1, S2=2, S3=3, S4=4, S5=5, S6=6, S7=7, S8=8, S9=9;
reg [4:0] state_d, state_q;
reg [7:0] B_d, B_q;
reg [15:0] A_d, A_q, pdt_d, pdt_q;
assign P = pdt_q;
always @ (posedge clk , negedge resetn)
begin
	if(!resetn) state_q <=S0;
	else begin
	state_q <= state_d;
	pdt_q <=pdt_d;
	A_q <= A_d;
	B_q <= B_d;
	end
end
always @(state_q) begin
	state_d = state_q;
	done = 1'b0;
	case(state_q)
		S0:if(start) state_d=S1;
		S1: state_d=S2;
		S2: state_d=S3;
		S3: state_d=S4;
		S4: state_d=S5;
		S5: state_d=S6;
		S6: state_d=S7;
		S7: state_d=S8;
		S8: state_d=S9;
		S9: begin
		done= 1'b1;
		if(start)state_d =S1;
		end
		default: state_d=S0;
	endcase
end
always @(state_q or pdt_q or A_q or B_q)
begin
pdt_d = pdt_q; A_d = A_q; B_d = B_q;
case (state_q)
S0: begin
pdt_d = {16{1'b0}};
A_d = A;
B_d = B;
end
S1: begin
A_d = A_q << 1;
B_d = B_q >> 1;
if (B_q[0] == 1'b1) begin
	if(A[7] == 1'b1) pdt_d = {8'b11111111,A_q[7:0]} +pdt_q; 
	else pdt_d = A_q + pdt_q;
	end
end
S2: begin
A_d = A_q << 1;
B_d = B_q >> 1;
if (B_q[0] == 1'b1) begin
	if(A[7] == 1'b1) pdt_d = {7'b1111111,A_q[8:1], 1'b0} +pdt_q; 
	else pdt_d = A_q + pdt_q;
	end
end
S3: begin
A_d = A_q << 1;
B_d = B_q >> 1;
if (B_q[0] == 1'b1) begin
	if(A[7] == 1'b1) pdt_d = {6'b111111,A_q[9:2], 2'b00} +pdt_q; 
	else pdt_d = A_q + pdt_q;
	end
end
S4: begin
A_d = A_q << 1;
B_d = B_q >> 1;
if (B_q[0] == 1'b1) begin
	if(A[7] == 1'b1) pdt_d = {5'b11111,A_q[10:3], 3'b000} +pdt_q; 
	else pdt_d = A_q + pdt_q;
	end
end
S5: begin
A_d = A_q << 1;
B_d = B_q >> 1;
if (B_q[0] == 1'b1) begin
	if(A[7] == 1'b1) pdt_d = {4'b1111,A_q[11:4], 4'b0000} +pdt_q; 
	else pdt_d = A_q + pdt_q;
	end
end
S6: begin
A_d = A_q << 1;
B_d = B_q >> 1;
if (B_q[0] == 1'b1) begin
	if(A[7] == 1'b1) pdt_d = {3'b111,A_q[12:5], 5'b00000} +pdt_q; 
	else pdt_d = A_q + pdt_q;
	end
end
S7: begin
A_d = A_q << 1;
B_d = B_q >> 1;
if (B_q[0] == 1'b1) begin
	if(A[7] == 1'b1) pdt_d = {2'b11,A_q[13:6], 6'b000000} +pdt_q; 
	else pdt_d = A_q + pdt_q;
	end
end
S8: begin
	A_d = A_q << 1;
	B_d = B_q >> 1;
	if (B_q[0] == 1'b1) begin
		if(B[3] == 1'b1) pdt_d = {1'b0, (~A+1'b1),7'b0000000} +pdt_q; 
		else if(A[3] == 1'b1) pdt_d = {1'b1,A_q[15:8], 7'b0000000} +pdt_q; 
		else pdt_d = A_q + pdt_q;
	end
end
default: pdt_d = pdt_q;
endcase
end
endmodule
```

## design/flow/run.sh

```bash
#!/bin/bash
# OpenROAD 26Q1-2900-gdf79404cd8, Yosys 0.63+post, stock flow scripts
make -C /OpenROAD-flow-scripts/flow DESIGN_CONFIG=/design/flow/config.mk WORK_HOME=/design/flow/orfs finish
```

==> reports/results.ini <==
[clock_tree]
clkTransAtPathRegs_ps=80
postCtsResizedCells=0
cts_setup_buffers=0
numCtsBuffers=5
cts-root-buf=clkbuf_16
postCtsHoldBufs=0
cts_tree=built
ctsHtreeMaxLevel=2
cts.sink_count=50
clockBufferDepth=2
clkLatencyLatePin_ps=300

[sta]
maxSlewViolCount=0
finalClockPeriodUsage_pct=68.9
hold-worst-slack_ps=508
period_needed_ps=4000
rsz0062_at_grt=false
finalSetupViolations=0
fin_skew_ps=3.13
relSlewSlack_pct=32.8
hold_violations=0
fmax_mhz=250
fin_tns_setup_ps=0
worst_pin_slew_ps=983

[setup_path]
cp.arrival_ps=4030
crit_start=A_q[4]
cp_slowest_cell=a221oi_1
end_kind=flip-flop
crit_path_cell_trace=ha_1 > inv_1 > fa_1 > and2_1 > a221oi_1 > a211oi_1 > or4_1 > and3_1 > a2111oi_0 > o22ai_1
cp_top_family=AND-OR/OR-AND gates
critPathCapture=pdt_q[10]
crit_fanout=14
rr_worst_depth=10
rr_endpoint=pdt_q[10]
cp_num_cells=10
r2r_slack_ps=1800
path_class=flip-flop to flip-flop
max_stage_delay_ps=710
cp-start-kind=flip-flop
critPathBufInv=1
cp.required_ps=5840
regToRegStartpoint=A_q[4]

[synthesis]
async_flop_share_pct=20.0
common_cells=56 x a21oi_1, 55 x nor2_1, 45 x o21ai_0, 42 x nand2_1, 40 x edfxtp_1
ys_cells=714
postSynthSeqShare_pct=24.4
netlist_instances=714
ys_sh_aoi_pct=29.3
avgSynthCellArea_sq_um=8.34
ys_sh_adder_pct=9.96
mux_share_pct=4.12
yosys_area_sq_um=5950
ff_type=edfxtp_1
synthSimpleGateAreaFrac_pct=19.7
synth.distinct_cells=80
numSynthFlops=50
yosys_warnings=1
netlist.area_leader.share_pct=20.2
synthTopCellsByArea=edfxtp_1 20%, ha_1 6.9%, a21oi_1 4.7%
syn_area_sq_um=5950
logic_family=AND-OR/OR-AND gates
post-synth-top-count-cell=a21oi_1
edf_count=40
synth-xor-area-share_pct=7.36
yosysTopAreaCell=edfxtp_1

[outcome]
status=completed

[finish]
logic_area_sq_um=4190
final_util_pct=34.4
area_delta_synth_final_pct=12.5
layout.cells.non_filler=987
fillCellCount=2039
drive_gt1_share_pct=7.89
regArea_sq_um=1450
fin_area_sq_um=6700

[route]
drc=0
vias_per_cell=5.89
vias=5818
routedWlPerCell_um=19.7
dr.pass1.iters=5
ant_nets=0
totalWireLength_um=19500
first_iter_violations=566
num_antenna_cells=0

[die]
fp.dieW_um=143
die_y_um=143
floorplan.core_util_pct=30.6
core_area_sq_um=19500
ios=36
rows=51
die-area_sq_um=20400

[placement]
place_area_sq_um=6540
gp_routability_congestion=0.961
dp_hpwl_um=14000
dp_cells=979
port_buffers=35

[global_routing]
grtUsageMet3_pct=3.65
met1_usage_pct=29.6
grt_max_degree=45
grt_util_met2_pct=31.1
grt_pass1_vias=5399
grt_overflow=0
top_usage_layer=met2
track_usage_pct=20.1
grt_pass1_wl_um=30500
antenna_found_initial=0

[worst_hold_path]
worstHoldPathType=flip-flop to flip-flop
hold_start=state_q[0]

[power_and_ir_drop]
leakagePower_nw=2.45
comb_power_share_pct=54.5
power_frac_clock_pct=17.4
ir_drop_uv=187
p_per_area_nw_per_um2=274
switching_share_pct=44.4
switchingPower_mw=0.815
intPower_mw=1.02
seq_power_share_pct=28.1

[job]
cap_violations=0
tool_warnings=26

[flip-flops by register name (all words and copies together) (netlist names)]
| register | cells |
|---|---|
| pdt_q | 16 |
| A_q | 16 |
| B_q | 8 |
| state_q | 10 |
[how the worst min path moves through the flow]
stage,end,depth (start not counted)
4_1_cts,state_q[0],1
5_1_grt,state_q[0],1
6_report,state_q[0],1
[area by class of cell]
cell class                 count  share of cell area [%]
multi-input combinational    585                    62.6
sequential                    50                    21.7
timing repair buffer          49                    6.80
tap                          265                    4.95
clock buffer                   5                    1.87
inverter                      30                    1.68
clock inverter                 3                   0.430
[power by group through the flow]
stage / Combinational [mW] / Sequential (mW) / Clock (mW)
final: 1.00 / 0.515 / 0.319
after global routing: 1.10 / 0.521 / 0.332
after CTS: 0.988 / 0.513 / 0.325
[cell usage in the layout (no fill, tap or decap), types with 8 or more instances in the layout]
cell type	synthesis	routed
a2111oi_0	10	10
a211oi_1	15	15
a21o_1	10	10
a21oi_1	56	56
a31oi_1	9	9
and2_1	13	13
and3_1	9	9
buf_4	1	14
clkdlybuf4s50_1	0	35
dfrtp_1	9	9
edfxtp_1	40	40
fa_1	9	9
ha_1	33	33
inv_1	28	28
mux2_2	12	12
mux2i_1	11	11
nand2_1	42	42
nand3_1	20	20
nor2_1	55	55
nor3_1	26	26
o21ai_0	45	45
or4_1	8	8
xnor2_1	30	30
xor2_1	20	20
[kinds of logic (layout without fill, tap and decap cells)]
| kind of cell | Yosys count | count (layout) |
|---|---|---|
| AND-OR/OR-AND | 245 | 245 |
| XOR/XNOR | 50 | 50 |
| adder cells (fa/ha/maj) | 42 | 42 |
| buffers and inverters | 79 | 87 |
| flip-flops | 50 | 50 |
| multiplexers | 23 | 23 |
| AND/OR/NAND/NOR | 225 | 225 |
[per-stage QoR]
step | worst slack [ps] | total power, mW
4_1_cts | 1890 | 1.83
3_5_place_dp | 1670 | 1.50
3_3_place_gp | 1680 | 1.50
6_report | 1800 | 1.83
5_1_grt | 1500 | 1.95
2_1_floorplan | 2220 | 1.23
[worst register-to-register path, stage by stage, from the launching register on]
cell       delay [ps]
edfxtp_1          470
ha_1              310
inv_1             100
fa_1              590
and2_1            270
a221oi_1          710
a211oi_1          190
or4_1             420
and3_1            170
a2111oi_0         380
o22ai_1           120
[metal layers]
layer  wire length [um]  vias to the layer above  share of wire [%]
li1                   -                     2741                  -
met1               8680                     2777                 45
met2               8780                      263                 45
met3               1560                       37                8.0
met4                454                        0                2.3
met5                  0                        -                  0
Power and IR drop assume default switching activity.
